**./constraint.sdc**
```tcl
current_design lightpwm

set clk_period 10.3
set clk_io_pct 0.2

create_clock -name clk0 -period $clk_period [get_ports {clk}]

set non_clock_inputs [all_inputs -no_clocks]
set_input_delay [expr $clk_period * $clk_io_pct] -clock clk0 $non_clock_inputs
set_output_delay [expr $clk_period * $clk_io_pct] -clock clk0 [all_outputs]
```
**./run.sh**
```bash
#!/bin/bash
# OpenROAD 26Q1-2900-gdf79404cd8, Yosys 0.63+post, stock flow scripts
make -C /OpenROAD-flow-scripts/flow DESIGN_CONFIG=/design/flow/config.mk WORK_HOME=/design/flow/orfs finish
```
**./design.v**
```verilog
`timescale 1ns/1ps
module color (
  input  [7:0] light_intensity,
  output [7:0] red_pwm,
  output [7:0] green_pwm,
  output [7:0] blue_pwm
);
assign red_pwm = 8'h80 - light_intensity >> 2;
assign green_pwm = light_intensity;
assign blue_pwm = light_intensity >> 1;
endmodule
`timescale 1ns/1ps
module filter (
  input        clk,
  input  [7:0] sensor_data,
  output [7:0] mean_data
);
reg [15:0] filter;
assign mean_data = filter[15:9];
always @(posedge clk) begin
  if      (sensor_data > mean_data) filter <= filter + 1'b1;
  else if (sensor_data < mean_data) filter <= filter - 1'b1;
end
endmodule
`timescale 1ns/1ps
module lightpwm(
  input clk,
  output ncs,
  output sck,
  input  sdo,
  output led_r,
  output led_g,
  output led_b
);
wire [7:0] sensor_data;
sensor my_sensor (
  .clk(clk),
  .ncs(ncs),
  .sck(sck),
  .sdo(sdo),
  .data(sensor_data)
);
wire [7:0] light_intensity;
filter my_filter(
.clk         (clk),
.sensor_data (sensor_data),
.mean_data   (light_intensity)
);
wire [7:0] red_intensity;
wire [7:0] green_intensity;
wire [7:0] blue_intensity;
color my_color(
  .light_intensity (light_intensity),
  .red_pwm         (red_intensity),
  .green_pwm       (green_intensity),
  .blue_pwm        (blue_intensity)
);
pwm red_pwm(
  .clk(clk),
  .pulse_width(red_intensity),
  .pulse(led_r)
);
pwm green_pwm(
  .clk(clk),
  .pulse_width(green_intensity),
  .pulse(led_g)
);
pwm blue_pwm(
  .clk(clk),
  .pulse_width(blue_intensity),
  .pulse(led_b)
);
endmodule
`timescale 1ns/1ps
module pwm (
  input       clk,
  input [7:0] pulse_width,
  output      pulse);
reg [7:0] main_count;
wire pulse_max = (pulse_width == 8'hFF);
wire pulse_min = (pulse_width == 8'h00);
wire period_ok = !(pulse_max || pulse_min);
reg  pulse_reg;
always @(posedge clk) begin
  if (period_ok) main_count <= main_count + 1'b1;
  if      (main_count == pulse_width) pulse_reg <= 1'b0;
  else if (main_count == 8'hFF)       pulse_reg <= 1'b1;
end
assign pulse = period_ok? pulse_reg :
               pulse_max? 1'b1 : 1'b0;  
endmodule
`timescale 1ns/1ps
module sensor #(
  parameter MAX_SCL=24
) (
  input            clk,
  output           ncs,
  output           sck,
  input            sdo,
  output reg [7:0] data
);
reg [4:0] bods;
reg [1:0] state;
reg sck_source;
localparam start = 2'b01;
localparam main  = 2'b10;
localparam quiet = 2'b11;
initial state = quiet;
always @(posedge clk) begin
  case(state)
    start: state <= main;
    main: begin
      if (bods == 5'd16) state <= quiet;
      else               state <= main;
    end
    quiet: begin
      if (bods == 5'd3) state <= start;
      else              state <= quiet;
    end
    default: state <= start;
  endcase
end
reg [7:0] sck_div = 8'h00;
always @(posedge clk) begin
  if (sck_div == MAX_SCL) sck_div <= 8'h00;
  else                    sck_div <= sck_div + 1'b1;
end
initial sck_source = 1'b0;
always @(posedge clk) begin
  if (sck_div == MAX_SCL)
    sck_source <= ~sck_source;
end
assign sck = (state == quiet)? 1'b1 : sck_source;
initial bods = 5'd0;
always @(posedge clk) begin
  if ((bods == 5'd16) | (state == start))
    bods <= 5'd0;
  else if (~sck_source && (sck_div == MAX_SCL))
    bods <= bods + 1'b1;
end
reg [15:0] receive;
always @(posedge clk) begin
  if ((state == main) && (sck_div == MAX_SCL) && (~sck))
    receive <= {receive[14:0],sdo}; 
end
always @(posedge clk) begin
  if(state==start) data <= receive[12:5];
end
assign ncs = (state == quiet);
endmodule
```
**./config.mk**
```make
export PLATFORM = sky130hd
export DESIGN_NAME = lightpwm
export DESIGN_NICKNAME = lightpwm
export VERILOG_FILES = /design/flow/design.v
export SDC_FILE = /design/flow/constraint.sdc
export NUM_CORES = 4
export LEC_CHECK = 1
export CORE_UTILIZATION = 30
```
==> COMMIT_EDITMSG <==
Store results of the implementation flow

- Overall fraction of global-route tracks in use: 10.03%
* Num Clock Sinks: 80
* Arrival time at the worst endpoint: 2610 ps
- EDFF count, synth: 62
- Share of cells above drive strength 1: 6.250%
* Metal1 wirelength: 3.276 mm
- Per the synthesis report, the number of distinct cell types is 45.
* Minimum setup slack among reg-to-reg paths: 6740 ps
- DRC violations left: 0
- Total length of routed met3 wires: 324 um
- Clock slew at reported path FFs: 60 ps
- X dimension of the die: 119.4 um
* Total length of routed met2 wires: 2.871 mm
* Fill cell instance count of the final layout: 1305
* CP startpoint: my_filter.filter[13]
- Post-synthesis instance area: 0.004131 mm^2
- 0 antenna diodes ended up in the layout.
- Entering global routing, the biggest net connects 17 pins.
* Per-instance average area after synthesis: 11.74 um^2
- Buffers inserted during clock tree synthesis total 9.
- Looking at the clock tree report, the maximum root-to-sink buffer count equals 2.
* Leading post-synthesis cells by cell area: sky130_fd_sc_hd__edfxtp_1, sky130_fd_sc_hd__dfxtp_1, sky130_fd_sc_hd__ha_1
- Seq cells post-synth: 80
- For the finished layout, the period the worst path requires is 4675 ps.
* Critical path data required time: 8240 ps
- Warnings reported by Yosys during synthesis add up to 3.
- Number of logic stages on the critical path including buffering: 4
* Yosys top cell by area: sky130_fd_sc_hd__edfxtp_1
- FFs w/ async S/R, synth: 0%
- Buffers inserted to repair hold after CTS numbered 0.
* Most used DFF post-synth: sky130_fd_sc_hd__edfxtp_1
* Max-capacitance violation count: 0
- The flow ran to the end, and the final reports show no timing, DRC or antenna violations.
- The HPWL after detailed placement is 4.430 mm.
- The critical path is of the flop to output port type.
- Sequential element share of the synthesized area: 53.79%
- The tightest hold path in the finished design has a slack of 419.9 ps.
- Adding up every negative setup slack in the final design gives 0 ps.
- Category of the worst setup path capture point: output port
- After its last routability iteration, the placer logged a weighted congestion of 0.8373.
- Compared with the post-synthesis result, the final layout area differs by 12.42%.
* Number of DRC markers in iteration 0: 134
- Highest ir drop seen on vdd: 0.09346 mV
- Via count of the first global-routing pass: 2487
* Maximum level of the CTS H-tree: 3
- Input and output buffers added on the ports amount to 6.
- The final critical path takes up 45.38% of the cycle.
* Post-cts repair resize count: 0
- Final setup violation count: 0
* Worst reg-to-reg path cell count: 13
* Worst clock skew: 2.639 ps
* Total Wirelength: 6.539 mm
- Cell total in the yosys stat output: 352
- Critical path launch point type: flop
- The region available for standard cell placement spans 0.01335 mm^2.
* Yosys top cell by instances: sky130_fd_sc_hd__edfxtp_1
* Die Y-Extent: 119.4 um
* CP top delay family: simple AND/OR/NAND/NOR gates
- Max reg flops: 16
* Boundary Pins: 7
* Count of placed standard cells including taps: 528
* Last element of the critical path: led_g
* CTS tree: built
* Max-slew violation count: 0
* Delay of the slowest cell on the worst path: 690 ps
* Drt via density: 4.744
* Cell with the largest stage delay on the worst path: sky130_fd_sc_hd__or4_1
* Register containing the most flip-flops in the final layout: my_filter.filter
- The synthesized netlist handed to floorplanning was reported with a cell count of 352.
- The script extracted a total leakage power of 1.761 nW.
* First drt pass iteration count: 6
* FP Core Util: 30.95%
* Reg2reg end: my_filter.filter[14]
* Setup repair bufs after CTS: 0
- The worst register-to-register path begins at my_filter.filter[15].
* Root Buffer: sky130_fd_sc_hd__clkbuf_16
* Number of buffer and inverter stages on the critical path: 1
- For this run, the top clock speed supported by timing is 213.9 MHz.
- In the final routed layout, each cell accounts on average for 12.02 um.
- Recorded from the global router log, the overflow total was 0.
- With fillers left out, the area of the finished cells amounts to 0.004644 mm^2.
- Measured on the finished design, the core utilization comes to 34.80%.
- Excluding fillers, the count of instances in the completed layout stands at 544.
* Routed via count: 2581
- Highest routed layer: met4
* Highest fanout seen on the critical path: 9
- Global-route wire length before repair: 11.39 mm
* Number of warnings in the stage logs: 27
- Commonest cells post-synth: sky130_fd_sc_hd__edfxtp_1, sky130_fd_sc_hd__xnor2_1, sky130_fd_sc_hd__xor2_1, sky130_fd_sc_hd__ha_1, sky130_fd_sc_hd__nand3_1
- According to the hold report, the worst path is of the flop to flop type.
* Number of nets with antenna violations after routing: 0
- The transition time recorded at the tightest slew-check pin is 800.2 ps.
- Setup repair after global routing left no endpoint under its margin.
- The later pin in the worst-skew pair is clocked with a latency of 330 ps.
- Area post-placement: 0.004378 mm^2
- Series of cell instances along the critical path: or3_4 > or4_1 > and2_1 > clkdlybuf4s50_1
- Hold-check failures listed in the final report amount to 0.
* Register cell area after layout: 0.002222 mm^2
- In this run the full chip footprint comes out at 0.01424 mm^2.
* Number of antenna violations at the first check in global routing: 0
- The registers reported with the highest flop counts are my_filter.filter: 16 flops, my_sensor.receive: 13 flops.
* Max-Slew Margin vs Limit: 46.54%
- The chip area line in the Yosys stat output reads 0.004131 mm^2.
* Comb. cell area: 0.001793 mm^2
* Power density cells: 134.7 mW/mm^2
- Area share of the largest cell type after synthesis: 45.06%
- Number of standard-cell rows in the floorplan: 42
[area by class of cell]
cell class / instances / share of cell area, %
repair buffers: 8 / 1.616
multi-input cells: 246 / 38.60
clock inverters: 5 / 0.7274
well taps: 176 / 4.741
clock buffers: 11 / 5.011
inverters: 18 / 1.455
flip-flops and latches: 80 / 47.84
[worst reg2reg max path: stages (launching register included)]
cell,delay [ps]
sky130_fd_sc_hd__edfxtp_1,540
sky130_fd_sc_hd__inv_1,140
sky130_fd_sc_hd__ha_1,340
sky130_fd_sc_hd__a211oi_1,260
sky130_fd_sc_hd__nand2_1,110
sky130_fd_sc_hd__o22ai_1,140
sky130_fd_sc_hd__buf_4,260
sky130_fd_sc_hd__ha_1,320
sky130_fd_sc_hd__a21o_1,220
sky130_fd_sc_hd__a311oi_1,310
sky130_fd_sc_hd__o21a_1,250
sky130_fd_sc_hd__a21oi_1,120
sky130_fd_sc_hd__a31oi_1,220
sky130_fd_sc_hd__xnor2_1,80
[routing by layer]
metal / vias up / GRT usage (%)
met5: - / 0
met4: 0 / 1.094
met3: 7 / 2.886
met2: 49 / 15.52
met1: 1212 / 15.01
li1: 1313 / -
[where the power goes]
| part | switching [W] | leakage (nW) | internal (W) | total (W) |
|---|---|---|---|---|
| registers | 0 | 0.773 | 0.000343 | 0.000343 |
| clock network | 0.000120 | 0.126 | 0.000163 | 0.000282 |
| logic | 0.0000000418 | 0.862 | 0.000000325 | 0.000000368 |
[cell families (layout without fill, tap and decap cells)]
group	after synthesis	after routing	share of synthesized area (%)
and+or+nand+nor	100	100	13.08
muxes	1	1	0.2423
buffers and inverters	26	42	2.816
DFF	80	80	53.79
adders and majority gates	29	29	8.964
xor gates and xnor gates	61	61	12.93
AOI/OAI and AO/OA	55	55	8.177
[cells in the final DEF, fill, tap and decap left out, drive strengths merged, types with 2 or more instances in the layout]
cell type,n
nand2,15
or4,3
nor4,3
o21ai,9
and3,9
ha,28
nor2b,4
nor2,17
inv,18
or2,2
xnor2,32
nand3,23
nand4,7
and2,5
or3,2
o21a,4
clkinvlp,2
a21o,4
xor2,29
a31oi,7
clkbuf,11
a41oi,2
nor3,5
buf,2
o211ai,4
dfxtp,18
clkdlybuf4s50,6
clkinv,3
a21oi,20
edfxtp,62
[per-stage QoR]
stage	total power [W]	worst slack (ps)
floorplan	0.0003498	6511
finish	0.0006255	5625
global placement	0.0003502	5992
detailed placement	0.0003502	5966
global route	0.0006455	5536
CTS	0.0006348	5606
[how the worst min path moves through the flow]
stage                                 start                   end  slack (ps)  cells after the start
after CTS              my_sensor.receive[1]  my_sensor.receive[2]         420                      0
after global routing  my_sensor.receive[12]     my_sensor.data[7]         440                      0
final                  my_sensor.receive[1]  my_sensor.receive[2]         420                      0
No activity file was given, so power comes from the tool's default toggle rates.
